--- ./config.mk ---
export PLATFORM = sky130hd
export DESIGN_NAME = fifo_wrap
export DESIGN_NICKNAME = fifo_wrap
export VERILOG_FILES = /design/flow/design.v
export SDC_FILE = /design/flow/constraint.sdc
export NUM_CORES = 4
export LEC_CHECK = 1
export CORE_UTILIZATION = 50
export SYNTH_HDL_FRONTEND = slang
--- ./constraint.sdc ---
current_design fifo_wrap

set clk_period 393.1
set clk_io_pct 0.2

create_clock -name clk0 -period $clk_period [get_ports {clk}]

set non_clock_inputs [all_inputs -no_clocks]
set_input_delay [expr $clk_period * $clk_io_pct] -clock clk0 $non_clock_inputs
set_output_delay [expr $clk_period * $clk_io_pct] -clock clk0 [all_outputs]
--- ./design.v ---
module fifo
  #(  
     int SIZE = 8,
     int T_SIZE = 3,
     type T = logic[T_SIZE-1:0],
     int LOG_SIZE = $clog2(SIZE)
     )
   (  
     input logic p2f_irdy,
     input T data_in,
     output logic f2p_trdy,
     output logic f2c_irdy,
     output T data_out,
     output logic c2f_trdy,
     input logic clk,
     input logic rst
     );
   T [SIZE-1:0] Q;
   logic [LOG_SIZE-1:0]	rd_ptr;
   logic [LOG_SIZE-1:0]	wr_ptr;
   logic		full;
   logic		empty;
   logic		wrap;
   logic		enq;
   logic		deq;
   assign full = (rd_ptr == wr_ptr) && wrap;
   assign empty = (rd_ptr == wr_ptr) && !wrap;
   assign f2p_trdy = !full;
   assign f2c_irdy = !empty;
   assign enq = p2f_irdy && f2p_trdy;
   assign deq = f2c_irdy && c2f_trdy;
   assign data_out = deq ? Q[rd_ptr] : '0;
   always_ff @(posedge(clk)) begin
      if (rst) begin
	 rd_ptr <= 0;
	 wr_ptr <= 0;
	 wrap <= 1'b0;
	 Q <= 0;
      end
      else begin 
	 if (enq) begin
	    Q[wr_ptr] <= data_in;
	    wr_ptr <= (wr_ptr + 1) % SIZE;
	    if (wr_ptr == SIZE-1) begin
	       wrap <= !wrap;
	    end
	 end
	 if (deq) begin
	    rd_ptr <= (rd_ptr + 1) % SIZE;
	    if (rd_ptr == SIZE-1) begin
	       wrap <= !wrap;
	    end
	 end
      end  
   end  
endmodule  
module fifo_checker
  #(  
     int SIZE = 8,
     int T_SIZE = 3,
     type T = logic [T_SIZE-1:0],
     int LOG_SIZE = $clog2(SIZE)
     )
   (  
     input logic p2f_irdy,
     input T data_in,
     input logic f2p_trdy,
     input logic f2c_irdy,
     input T data_out,
     input logic c2f_trdy,
     input logic clk,
     input logic rst
     );
   logic	 obs_enq;
   logic	 obs_deq;
   logic	 obs_full;
   logic	 obs_empty;	 
   assign obs_enq = p2f_irdy && f2p_trdy;
   assign obs_deq = f2c_irdy && c2f_trdy;
   logic [LOG_SIZE-1:0]	occupancy;
   always_ff @(posedge clk) begin
      if (rst) begin
	 occupancy <= 0;
      end
      else begin
	 occupancy <= occupancy + obs_enq - obs_deq;
      end
   end
   assign obs_full = (occupancy == SIZE);
   assign obs_empty = (occupancy == 0);
   enq_match: assert property (@(posedge clk) obs_enq == dut.enq);
   deq_match: assert property (@(posedge clk) obs_deq == dut.deq);
   full_match: assert property (@(posedge clk) obs_full == dut.full);
   hlp_empty_match: assert property (@(posedge clk) obs_empty == dut.empty);
   full_sanity: assert property (@(posedge clk) dut.full == obs_full);
   empty_sanity: assert property (@(posedge clk) dut.empty == obs_empty);
   no_overflow: assert property (@(posedge clk) !(obs_full && obs_enq));
   no_underflow: assert property (@(posedge clk) !(obs_empty && obs_deq));
   typedef enum {Idle, Tracking, Quit} t_monitor;
   logic	start_tracking;
   t_monitor mst;
   T tracked_data;
   logic [LOG_SIZE-1:0]	counter;
   always_ff @(posedge clk) begin
      if (rst) begin
	 mst <= Idle;
	 counter <= 0;
	 tracked_data <= '0;	 
      end
      else if (mst == Idle && start_tracking && obs_enq) begin
	 mst <= Tracking;
	 tracked_data <= data_in;
	 counter <= obs_deq ? occupancy - 1: occupancy;
      end
      else if (mst == Tracking && counter != 0 && obs_deq) begin
	 counter <= counter - 1;
      end
      else if (mst == Tracking && obs_deq && counter == 0) begin
	 mst <= Quit;
      end
   end  
   data_integrity: assert property (@(posedge clk) mst == Tracking && obs_deq && counter == 0  |-> data_out == tracked_data);
   critical_lemma: assert property (@(posedge clk) mst == Tracking |->  dut.Q[(dut.rd_ptr + counter) % SIZE] == tracked_data);
   hlp_tracked_entry_not_at_wr_ptr_if_fifo_not_full: assert property (@(posedge clk) mst == Tracking && (dut.rd_ptr != dut.wr_ptr) |-> (dut.rd_ptr + counter) % SIZE != dut.wr_ptr);
   hlp_no_tracking_when_empty: assert property(@(posedge clk) !(mst == Tracking && obs_empty));
   hlp_ptr_size: assert property (@(posedge clk) (dut.rd_ptr < SIZE) && (dut.wr_ptr < SIZE));
   hlp_occ_distance: assert property (@(posedge clk) (dut.rd_ptr + occupancy) % SIZE == dut.wr_ptr);
   hlp_wrap_bit: assert property (@(posedge clk)
			      (!dut.wrap || (dut.rd_ptr >= dut.wr_ptr)) && (dut.wrap || (dut.wr_ptr >= dut.rd_ptr)));
   tracking_and_obs_deq: cover property (@(posedge clk) mst == Tracking && obs_deq);
   tracking_and_ctr_zero: cover property (@(posedge clk) mst == Tracking && counter == 0);
   tracking: cover property (@(posedge clk) mst == Tracking);
endmodule  
module fifo_wrap
  #(
    int SIZE_ = 1000,
    type T_ = logic[2:0],  
    localparam LOGSIZE = $clog2(SIZE_)
    )
   (
    output logic f2p_trdy,
    input logic p2f_irdy,
    input T_ data_in,
    output logic f2c_irdy,
    input logic c2f_trdy,
    output T_ data_out,
    input logic clk,
    input logic rst
    );
   fifo
     #(
       .SIZE(SIZE_),
       .T(T_)
       )
   dut  
     (
      .*
      );
   fifo_checker
     #(
       .SIZE(SIZE_),
       .T(T_)
       )
   chekker
     (
      .*
      );
endmodule  
--- ./run.sh ---
#!/bin/bash
# OpenROAD 26Q1-2900-gdf79404cd8, Yosys 0.63+post, stock flow scripts
make -C /OpenROAD-flow-scripts/flow DESIGN_CONFIG=/design/flow/config.mk WORK_HOME=/design/flow/orfs finish
==> deck_impl_summary.md <==
Synthesis and Place & Route Summary

Yosys
  – Yosys stat cell total: between 15000 and 20000
  – Syn. warnings: 0
  – Aoi share: 0.1526
  – Xor+xnor area frac: 0.001215
  – Post-synth EDFFs: 0
  – Syn Area/Cell: around 9 sq um
  – Syn Inst Count: between 15000 and 20000
  – Synth mux share: 0.2011
  – Predominant post-synthesis flop cell: dfxtp_1
  – Flops out of synthesis: between 3000 and 4000
  – Async SR Flop Fraction: 0
  – Adder share: 0.0005482
  – YS chip area: about 140000 sq um
  – Simple-Gate Area Share: 0.1509
  – Distinct lib cells: between 70 and 80
  – Post-synth seq share: 0.4417
  – Top logic family: multiplexers
  – Mapped Area: about 140000 sq um

Setup path
  – WS Path Type: primary input to output pin
  – Flop2flop setup slack: roughly 390 ns
  – Worst-path maximum fanout: 4
  – Slowest cell on crit path: clkdlybuf4s50_1
  – CP max stage delay: 0.81 ns
  – Worst r2r path cells: 12
  – Worst EP arrival: a little over 80 ns
  – Critical path's top delay family: buffers and inverters
  – RR Startpoint: dut.rd_ptr[0]
  – Critical path required time: 314.48 ns
  – CP cell instances: clkdlybuf4s50_1 > nand3_1 > a2111oi_0 > a31oi_1 > o22ai_1 > clkdlybuf4s50_1
  – CP bufs+invs: 2
  – Crit. End Element: output pin
  – FF-to-FF End: dut.Q[1153]
  – Critical path's most frequent cell: clkdlybuf4s50_1
  – Startpoint class of the critical path: primary input

Die
  – Die height: ~530 microns
  – DIE AREA: between 200000 and 300000 sq um
  – Row Count: approximately 190
  – Die X: 525.3 microns
  – Floorplan utilization: 0.5044
  – Core Area: between 200000 and 300000 sq um
  – Top Ports: 12

Timing
  – Setup_tns: 0 ns
  – Max Slew Vio Count: 0
  – RSZ-0062 raised after global routing: no
  – Max Freq: 0.006251 GHz
  – Worst slew pin tran: roughly 1.1 ns
  – Final Hold Fails: 0
  – Final Worst Setup Slack: about 230 ns
  – Tcrit/Tclk final: 0.4070
  – Final tally of setup violations: 0
  – Crit path time final: about 160 ns
  – Max Clock Skew: around 0.047 ns
  – Relative slew slack: 0.2568

Final layout
  – Area Overhead vs Synth: 8.468%
  – Commonest Layout Cell: dfxtp_1
  – Layout cell share with drive strength beyond 1: 0.1163
  – Most instantiated logic cells after routing: dfxtp_1, nand2_1, a21oi_1

CTS
  – Htree depth: 5
  – CTS tree: built
  – PostCTS Resize Cnt: 0
  – Clock slew at reported path FFs: roughly 0.05 ns
  – CTS sink count: about 3000
  – Hold buffer count at cts: 0
  – Worst skew pair latency: 0.88 ns
  – Post-CTS Setup Bufs: 0
  – Num CTS Buffers: 326
  – Clock tree buffer depth: 4
  – Clock root cell: clkbuf_16

Min path
  – Hold depth: 2
  – Worst Min Path Start: dut.Q[2709]
  – Hold crit path type: register to register
  – Worst hold endpoint: dut.Q[2709]

Routing
  – Routed WL: about 440000 microns
  – Residual DRC: 0
  – Via Count: between 100k and 150k
  – Routed wire length per instance: between 20 and 25 microns
  – Iteration tally of the first detailed-router pass: 8
  – Mean number of vias per cell: approximately 6.2
  – Antenna Nets Post-Route: 0
  – Drt initial violations: about 11000

Pwr
  – Peak supply drop: between 0.003 and 0.004 mV
  – PD cells: between 4 and 5 nW/um^2
  – Static Leak: 0.05238 uW

Global route
  – Gr usage total: 0.3313
  – Initial antenna violation count: 9
  – GRT overflow: 0
  – Vias in the first global route: between 100k and 150k
  – Largest net degree at the start of global routing: 171
  – Global-route wire length before repair: about 670000 microns

Outcome
  – Status: finished, final reports clean

Place
  – Final HPWL from detailed placement: 263000 microns
  – IO buf count: 11
  – Gp weighted congestion: between 0.9 and 1
  – Pre-CTS setup slack: 233.19 ns

Run
  – Tool warnings: just over 80
  – Max Cap Viol: 0
[per-layer routing]
metal  GRT usage  vias up  routed length [microns]
li1            -    52995                        -
met1      0.4628    55452                   175100
met2      0.4737     4894                   190400
met3      0.1339      950                    51220
met4      0.1376       14                    22870
met5    0.004848        -                      276
[power by group]
| part | internal [uW] | switching [uW] | leakage, uW |
|---|---|---|---|
| Combinational | 17.0 | 33.6 | 0.0229 |
| Clock | 178 | 126 | 0.00518 |
| Sequential | 306 | 0.987 | 0.0243 |
| Total | 501 | 161 | 0.0524 |
[Yosys cell counts (83+ instances only)]
| cell | n | area [sq um] |
|---|---|---|
| nand2_1 | 2844 | 10680 |
| buf_1 | 93 | 349.1 |
| clkbuf_1 | 1210 | 4542 |
| nor2_1 | 1383 | 5191 |
| mux4_2 | 776 | 17480 |
| buf_2 | 210 | 1051 |
| mux2i_1 | 979 | 9799 |
| a21oi_1 | 2280 | 11410 |
| dfxtp_1 | 3021 | 60480 |
| o21ai_0 | 1493 | 7472 |
| o22ai_1 | 83 | 519.3 |
| nand3_1 | 813 | 4069 |
[worst max path at each step]
stage	end	depth (start not counted)	from	slack [ns]
CTS	data_out[1]	7	c2f_trdy	233.18
global route	data_out[1]	6	c2f_trdy	232.99
finish	data_out[1]	6	c2f_trdy	233.13
[per-stage QoR]
step           power (uW)  hold slack (ns)  std cells  instance area, sq um  utilization
2_1_floorplan       356.0           0.4315      15649                136900            -
3_3_place_gp        364.7           0.4396      17939                138000       0.5085
3_5_place_dp        365.0           0.4445      17939                138000       0.5085
4_1_cts             666.4           0.4524      18494                148500       0.5471
5_1_grt             681.2           0.4650      18496                148500       0.5471
6_report            662.3           0.4513      18499                148500       0.5471
[worst min-delay path: stages, from the launching register on]
cell	delay, ns
dfxtp_1	0.30
nand2_1	0.05
a21oi_1	0.05
[layout make-up]
cell class | instances | area (sq um)
flip-flops and latches | 3021 | 60500
clock inverters | 76 | 782.0
repair buffers | 340 | 2900
well taps | 3570 | 4467
diodes | 5 | 12.51
inverters | 16 | 70.07
multi-input cells | 10992 | 70110
fillers | 22999 | 123000
clock buffers | 479 | 9693
[cell families after synthesis]
logic type                 Yosys count
DFF                               3021
AOI/OAI and AO/OA                 4040
adders and majority gates            6
buffers and inverters             1636
and+or+nand+nor                   5157
xor gates and xnor gates            19
muxes                             1770
[sequential cells by signal (all words and copies together), names as in the netlist]
register    cells
dut.Q        3000
dut.rd_ptr     10
dut.wr_ptr     10
dut.wrap        1
No activity file was given, so power comes from the tool's default toggle rates.
